==> design.v <==
module i2c_receive(
    input   wire           rst_n           ,
    input   wire           clk             ,
    input   wire           i2c_ready       ,
    input   wire    [3:0]  i2c_data_bytes  ,
    output  reg            i2c_scl         ,
    inout   wire           i2c_sda         ,
    output  reg     [7:0]  i2c_data        ,
    output  reg            i2c_data_valid  
);
    reg         start_flag          ;
    wire        i2c_sda_i           ;
    reg         i2c_sda_o           ;
    reg         clk_2               ;
    reg   [3:0] state               ;
    reg   [3:0] cnt                 ;
    reg   [2:0] data_i              ;
    reg   [3:0] cnt_bytes           ;
    reg   [3:0] data_bytes          ;
    assign  i2c_sda_i   =   i2c_sda ;
    assign  i2c_sda     =   i2c_sda_o   ;
    assign  i2c_scl     =   start_flag ? clk_2 & clk : 1'b1 ;
    assign  data_i      =   cnt == 4'd0 ? cnt : cnt -4'd1   ;
    localparam      IDLE    =   4'd0    ,
                    START   =   4'd1    ,
                    RECEIVE =   4'd2    ,
                    ANSWER  =   4'd4    ,
                    STOP    =   4'd8    ;
    always@(posedge clk or negedge rst_n)begin
        if(!rst_n)begin
            data_bytes <= 4'd0  ;
        end else if(i2c_ready)begin
            data_bytes <= i2c_data_bytes;
        end else
            data_bytes <= data_bytes    ;
    end
    always@(posedge clk or negedge rst_n)begin
        if(!rst_n)begin
           clk_2    <= 1'b1     ;
       end else begin
           if(start_flag)
               clk_2<=~clk_2    ;
           else
               clk_2<=1'b1      ;
       end
    end
    always@(posedge clk_2 or negedge rst_n)begin
        if(!rst_n)begin
            cnt <= 4'd0 ;
        end else begin
            if(state == RECEIVE)begin
                cnt <= cnt + 4'd1   ;
            end else begin
                cnt <= 4'd0         ;
            end 
        end
    end
    always@(posedge clk or negedge rst_n)begin
        if(!rst_n)begin
            state   <= IDLE ;
        end else begin
            if(state == IDLE && i2c_ready == 1'b1)begin
                state <= START  ;
            end else if(state == START)begin
                state <= RECEIVE    ;
            end else if(state == RECEIVE && cnt == 4'd8 && clk_2 == 1'b0)begin
                state <= ANSWER     ;
            end else if(state == ANSWER && cnt_bytes <  data_bytes - 4'd1)begin
                state <= RECEIVE    ;
            end else if(state == ANSWER && cnt_bytes >= data_bytes - 4'd1)begin
                state <= STOP       ;
            end else
                state <= state  ;
        end
    end
    always@(posedge clk or negedge rst_n)begin
        if(!rst_n)begin
            i2c_data <= 8'd0    ;
        end else if(state == RECEIVE && i2c_scl == 1'b1)begin
            i2c_data[data_i] <= i2c_sda_i   ;
        end else begin
            i2c_data <= i2c_data    ;
        end
    end
    always@(posedge clk or negedge rst_n)begin
        if(!rst_n)begin
            cnt_bytes <= 4'd0;
        end else if(state == ANSWER)begin
            cnt_bytes <= cnt_bytes + 4'd1;
        end else if(state == STOP)begin
            cnt_bytes <= 4'd0;
        end else begin
            cnt_bytes <= cnt_bytes;
        end
    end
    always@(*)begin
        case(state)
            IDLE:begin
                start_flag  =   1'b0    ;
                i2c_sda_o   =   1'b1    ;
                i2c_data_valid = 1'b0   ;
            end
            START:begin
                start_flag  =   1'b1    ;
                i2c_sda_o   =   1'b0    ;
                i2c_data_valid = 1'b0   ;
            end
            RECEIVE:begin
                start_flag  =   1'b1    ;
                i2c_sda_o   =   1'bz    ;
                i2c_data_valid = 1'b0   ;
            end
            ANSWER:begin
                start_flag  =   1'b1    ;
                i2c_data_valid = 1'b1   ;
                if(cnt_bytes == data_bytes - 4'd1)
                    i2c_sda_o = 1'b1    ;
                else
                    i2c_sda_o = 1'b0    ;
                end
            STOP:begin
                if(~i2c_scl)begin
                    i2c_sda_o = 1'b0    ;
                    start_flag = start_flag;
                end else begin
                    if(clk)
                        i2c_sda_o = i2c_sda_o;
                    else
                        i2c_sda_o = 1'b1    ;
                    start_flag  =   1'b0    ;
                end
                 i2c_data_valid = 1'b0   ;               
                end
        endcase
    end
endmodule
==> run.sh <==
#!/bin/bash
# OpenROAD 26Q1-2900-gdf79404cd8, Yosys 0.63+post, stock flow scripts
make -C /OpenROAD-flow-scripts/flow DESIGN_CONFIG=/design/flow/config.mk WORK_HOME=/design/flow/orfs finish
==> config.mk <==
export PLATFORM = sky130hd
export DESIGN_NAME = i2c_receive
export DESIGN_NICKNAME = i2c_receive
export VERILOG_FILES = /design/flow/design.v
export SDC_FILE = /design/flow/constraint.sdc
export NUM_CORES = 4
export LEC_CHECK = 1
export CORE_AREA = 10 10 109 109
export DIE_AREA = 0 0 119 119
==> constraint.sdc <==
current_design i2c_receive

set clk_period 2.9
set clk_io_pct 0.2

create_clock -name clk0 -period $clk_period [get_ports {clk}]

set non_clock_inputs [all_inputs -no_clocks]
set_input_delay [expr $clk_period * $clk_io_pct] -clock clk0 $non_clock_inputs
set_output_delay [expr $clk_period * $clk_io_pct] -clock clk0 [all_outputs]
==> results.toml <==
# yosys + openroad results
[placed_design]
place_ws_ns = 0
dp_hpwl_mm = 2.36
io_buffers = 16
gp_congestion = 0.792

[final_timing]
untimed_endpoints = 6
unclocked_regs = 5

[die]
rows = 36
die_w_um = 119
fp.dieH_um = 119
fp_util_pct = 15.3
io_pins = 18

[synthesis]
syn_area_mm2 = 0.00147
synth_flops = 29
synth-cells-yosys = 141
yosys_area_mm2 = 0.00147
synth_cell_type_count = 39
synthCells = 141
synth.avg_cell_area_um2 = 10.5
yosysWarnings = 5

[status]
outcome = "stopped before the end"
error = "[error] [KeplerFormal.cpp:679] Workflow failed: Iso has multiple drivers: .i2c_sda0, i2c_sda$_DLATCH_N_.Q0"
lastStage = "clock tree synthesis"

[clocking]
post-cts-setup-buffer-count = 1
ctsResizeCount = 5
holdBufCountCts = 1
## cells by family after synthesis
logic type,Yosys count,share of synthesized area [%]
simple gates,52,19.8
compound gates,27,12.3
flops,26,44.3
mux,4,3.06
fa+ha+maj,12,10.2
xor+xnor,5,4.25
latches,3,3.06
buf+inv,12,3.06
## per-stage QoR
step / hold slack [ns] / util [%] / total power, mW / instances / cell area (um2)
after floorplan: -0.974 / - / 0.799 / 141 / 1470
after global placement: -1.01 / 18.9 / 1.01 / 291 / 1820
after detailed placement: -1.02 / 18.9 / 1.02 / 291 / 1820
## cells in the mapped netlist
| library cell | number | area share, % |
|---|---|---|
| a22o_1 | 1 | 0.59 |
| inv_1 | 9 | 2.3 |
| nand4_1 | 2 | 0.85 |
| ha_1 | 12 | 10 |
| xnor2_1 | 3 | 1.8 |
| nand3b_1 | 2 | 1.0 |
| a21bo_4 | 1 | 1.1 |
| or3b_4 | 1 | 0.76 |
| clkbuf_1 | 3 | 0.76 |
| nor2_4 | 1 | 0.76 |
| and4_1 | 1 | 0.59 |
| nor4_1 | 1 | 0.42 |
| o21a_1 | 1 | 0.51 |
| and3_1 | 1 | 0.42 |
| mux2_1 | 2 | 1.5 |
| o2bb2ai_1 | 3 | 1.8 |
| nand3_1 | 3 | 1.0 |
| nand4b_1 | 1 | 0.59 |
| nor2_1 | 3 | 0.76 |
| a31oi_1 | 1 | 0.42 |
| xor2_1 | 1 | 0.59 |
| and4bb_2 | 1 | 0.85 |
| o2111a_1 | 1 | 0.76 |
| a311oi_2 | 1 | 1.0 |
| mux2_2 | 2 | 1.5 |
| nand2_1 | 20 | 5.1 |
| nor3_1 | 4 | 1.4 |
| and2_1 | 3 | 1.3 |
| dlxtn_1 | 3 | 3.1 |
| o21ai_0 | 14 | 4.8 |
| xnor2_4 | 1 | 1.9 |
| or3_1 | 2 | 0.85 |
| or2_2 | 1 | 0.42 |
| nor4_2 | 1 | 0.85 |
| nor2b_1 | 3 | 1.3 |
| nor4b_1 | 1 | 0.59 |
| a21oi_1 | 4 | 1.4 |
| dfrtp_1 | 24 | 41 |
| dfstp_2 | 2 | 3.6 |
Power figures rest on the tool's default switching activity, not on a simulated workload.
